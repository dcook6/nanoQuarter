### /design/flow/config.mk
export PLATFORM = sky130hd
export DESIGN_NAME = BranchAdd
export DESIGN_NICKNAME = BranchAdd
export VERILOG_FILES = /design/flow/design.v
export SDC_FILE = /design/flow/constraint.sdc
export NUM_CORES = 4
export LEC_CHECK = 1
export CORE_AREA = 10 10 80 80
export DIE_AREA = 0 0 90 90
### /design/flow/constraint.sdc
current_design BranchAdd

set clk_period 6.6
set clk_io_pct 0.2

create_clock -name clk0 -period $clk_period

set non_clock_inputs [all_inputs -no_clocks]
set_input_delay [expr $clk_period * $clk_io_pct] -clock clk0 $non_clock_inputs
set_output_delay [expr $clk_period * $clk_io_pct] -clock clk0 [all_outputs]
### /design/flow/design.v
module BranchAdd(	input[4:0]		boff,    
		 	input[15:0]		PC_n,	 
			input			bne,	 
			output reg[31:0]	bsel	 
	  );
	always @(*)
	begin
		if (bne == 1)
			bsel = PC_n - 2 + boff;	
		else
			bsel = PC_n;
	end
endmodule
### /design/flow/run.sh
#!/bin/bash
# OpenROAD 26Q1-2900-gdf79404cd8, Yosys 0.63+post, stock flow scripts
make -C /OpenROAD-flow-scripts/flow DESIGN_CONFIG=/design/flow/config.mk WORK_HOME=/design/flow/orfs finish
==> out/metrics.cfg <==
[run_status]
status = complete, no violations

[sta]
worstMarginPinSlew_ps = 692
finalHoldViolations = 0
min_period_ps = 6240
setup_tns_ps = 0
setup_viol = 0
finalCritPeriodShare_pct = 94.5
rsz0062_at_grt = false
max_freq_mhz = 160
slew_violations = 0
relSlewSlack_pct = 53.7

[detailed_routing]
firstDrtPassIters = 4
drt-initial-drc-count = 75
ant_nets = 0
via_per_inst = 4.73
routed_wl_um = 3820
vias = 1315
route.detailed.drc = 0
insertedDiodeCount = 0
wl_per_cell_um = 13.7

[worst_setup_path]
critical_path.max_stage_delay_ps = 600
crit_chain = clkdlybuf4s50_1 -> inv_1 -> ha_1 -> xor2_1 -> ha_1 -> o21ai_0 -> o21bai_1 -> a21o_1 -> nor3b_4 -> buf_4 -> a31oi_1 -> o21ai_1 -> xnor2_1 -> clkdlybuf4s50_1
required_ps = 5280
cpMaxStageDelayCell = clkdlybuf4s50_1
crit_fanout = 10
critPathLaunchType = input port
arrival_ps = 4920
crit_type = input port to primary output
endpoint_kind = primary output

[job]
log.warning_count = 32
cap_violations = 0

[yosys]
yosysWarnings = 1
top_cells_by_count = xnor2_1, a21oi_1, nor2_1
seq_area_frac_synth_pct = 0
netlist.area_leader.share_pct = 14.2
yosysChipArea_um2 = 1170
avgSynthCellArea_um2 = 7.11
synthCells = 165
area_leaders = xnor2_1, ha_1, a21oi_1
synth_area_um2 = 1170
largest_area_cell = xnor2_1
yosysMostFrequentCell = xnor2_1
synth_cell_types = 52
yosysCellCount = 165

[global_route]
antenna_found_initial = 0
grt.overflow.total = 0
grt_pass1_vias = 1291
track_usage_pct = 9.01
grt_pass1_wl_um = 6410
grt_max_degree = 19

[die]
die.size.y_um = 90
design.portCount = 54
design.die.area_um2 = 8100
die_w_um = 90
fp-utilization_pct = 24.8
core_area_um2 = 4720
num_rows = 25

[place]
port_buffers = 54
dp.cells = 278
dp_hpwl_um = 3140
place_congestion = 0.842

[layout]
ff_count = 0
seqCellArea_um2 = 0
n_clock_buffer = 0
layout-area-overhead-vs-synth_pct = 49.6
fill_cells = 500
drive_gt1_share_pct = 9.00
layout.cells.non_filler = 278

[power]
p_leak_nw = 0.669
sw_frac_of_total_pct = 43.3
netSwitchingPower_mw = 0.0402
worst_ir_drop_vdd_v = 0.0000191
clockPowerShare_pct = 0
combPwrFrac_pct = 100.0
seqPwrFrac_pct = 0
power_density_nw_per_um2 = 52.9
power.internal_mw = 0.0526

[clock_tree]
cts_setup_buffers = 0
hold_buffers = 0
cts_resized = 0

[hold_path]
hp-class = input port to primary output

==> through the flow <==
step           utilization [%]  power, mW  hold slack [ps]  worst slack (ps)  instance area (um2)
2_1_floorplan                -     0.0485             2670              1960                 1170
3_3_place_gp              37.1     0.0942             3700               495                 1750
3_5_place_dp              37.1     0.0932             3700               375                 1750
4_1_cts                   37.1     0.0940             3710               363                 1750
5_1_grt                   37.1      0.103             3750              95.4                 1750
6_report                  37.1     0.0928             3690               361                 1750
==> logic make-up (layout without fill, tap and decap cells) <==
kind of cell / count (synthesis) / after routing / share of synthesized area, %
adders and majority gates: 7 / 7 / 8.11
muxes: 3 / 3 / 2.77
AOI/OAI and AO/OA: 48 / 48 / 27.0
buffers and inverters: 18 / 64 / 7.47
and+or+nand+nor: 65 / 65 / 36.7
xor gates and xnor gates: 24 / 24 / 17.9
==> cell type report <==
type | instances | area (um2) | area share, %
Tap cell | 67 | 83.8 | 4.78
Timing Repair Buffer | 56 | 556 | 31.7
Inverter | 8 | 30.0 | 1.71
Multi-Input combinational cell | 147 | 1080 | 61.8
==> power groups by stage <==
stage / registers (mW) / clock network [mW] / logic, mW
5_1_grt: 0 / 0 / 0.103
4_1_cts: 0 / 0 / 0.0940
6_report: 0 / 0 / 0.0928
==> worst max-delay path, delay by kind of cell <==
family,cells,cell delay [ps]
AND-OR/OR-AND,5,700
XOR/XNOR,2,340
adder cells (fa/ha/maj),2,710
buffers and inverters,4,1470
AND/OR/NAND/NOR,1,380
==> final timing paths <==
check / startpoint / end / slack (ps) / cells past startpoint
worst max-delay path: PC_n[1] / bsel[15] / 360 / 14
worst min-delay path: PC_n[12] / bsel[12] / 3690 / 3
==> placed cells by master, fill, tap and decap left out, types with 5 or more instances in the layout <==
| master | count |
|---|---|
| o21ai_0 | 5 |
| and3_1 | 6 |
| nand2_1 | 11 |
| a21oi_1 | 14 |
| nor3_1 | 6 |
| a21o_1 | 5 |
| inv_1 | 8 |
| nor2_1 | 14 |
| xor2_1 | 5 |
| clkdlybuf4s50_1 | 54 |
| xnor2_1 | 19 |
| ha_1 | 6 |
==> layer usage <==
layer	track usage (%)	vias up	share of wire [%]
met1	12.7	604	50
met5	0	-	0
met4	0	0	0
met3	0.754	0	2.5
met2	15.4	19	48
li1	-	692	-
Power is estimated from default activity; no workload was simulated.
