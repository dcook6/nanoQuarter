--- ./run.sh ---
#!/bin/bash
# OpenROAD 26Q1-2900-gdf79404cd8, Yosys 0.63+post, stock flow scripts
make -C /OpenROAD-flow-scripts/flow DESIGN_CONFIG=/design/flow/config.mk WORK_HOME=/design/flow/orfs finish
--- ./config.mk ---
export PLATFORM = sky130hd
export DESIGN_NAME = ALU
export DESIGN_NICKNAME = ALU
export VERILOG_FILES = /design/flow/design.v
export SDC_FILE = /design/flow/constraint.sdc
export NUM_CORES = 4
export LEC_CHECK = 1
export CORE_UTILIZATION = 40
--- ./constraint.sdc ---
current_design ALU

set clk_period 13.1
set clk_io_pct 0.2

create_clock -name clk0 -period $clk_period

set non_clock_inputs [all_inputs -no_clocks]
set_input_delay [expr $clk_period * $clk_io_pct] -clock clk0 $non_clock_inputs
set_output_delay [expr $clk_period * $clk_io_pct] -clock clk0 [all_outputs]
--- ./design.v ---
module ALU(	input[1:0]		op,    		 
		input[15:0]		memdata,	 
		input[2:0]		funct,		 
		input[1:0]		shamt,		 
		output reg[15:0]	ALUout,		 
		input[15:0]		reg1data,	 
					reg2data	 
	  );
	parameter	NAND	= 5'b00_000;
	parameter	XOR 	= 5'b00_001;
	parameter	SLL 	= 5'b00_010;
	parameter	SRL 	= 5'b00_011;
	parameter	SRA 	= 5'b00_100;
	parameter	ADD 	= 5'b00_101;
	parameter	SUB 	= 5'b00_110;
	always @(*)
	begin
		case ({op,funct})
			NAND:	ALUout = (reg1data ~& reg2data);
			XOR:	ALUout = (reg1data ^  reg2data);
			SLL:	ALUout = (reg1data << reg2data);
			SRL:	ALUout = (reg1data >> reg2data);
			SRA:	ALUout = (reg1data >> reg2data);
			ADD:	ALUout = (reg1data +  reg2data);
			SUB:	ALUout = (reg1data -  reg2data);
			default:ALUout = 0;
		endcase
	end
endmodule
==> summary.txt <==
Summary of implementation figures.

Outcome
The flow ran to the end, and the final reports show no timing, DRC or antenna violations.

Synthesis
The sequential-to-total area share from yosys stat is 0. In the synthesis report, Yosys lists the chip area as 3024 µm². Per the post-synthesis report, the number of cells in the design is 388. The number of distinct standard cells referenced by the synthesized netlist is 64. The mean cell area of the mapped netlist is 7.794 µm². Summing every instance area after synthesis gives 3024 µm².

The number of cells in Yosys stat is 388. The warning count from the yosys run is 1.

Drt
The iteration count recorded for the first detailed-route pass is 5. Per the post-route antenna check, the number of violating nets is 0. The repair_antennas step left the layout with diodes totalling 0.

The total wire length after detailed routing is 10.41 mm. The violation tally recorded at the end of detailed-routing iteration 0 is 280. The script logs the mean routed wire length per placed instance as 20.06 µm. The script parses the final routing iteration and logs DRC violations as 0. For this block, the via count after detailed routing is 3316. The detailed-route vias per instance is 6.389.

Setup path
Listed in order, past its start point the critical path passes clkdlybuf4s50_1 > buf_4 > inv_1 > ha_1 > nand2_1 > o31ai_1 > o21ai_0 > xnor2_1 > ha_1 > a21oi_1 > o21ai_0 > or3_1 > o2111ai_1 > nand4_1 > o311ai_0 > clkdlybuf4s50_1. The critical setup path kind is primary input to output port. The slowest stage of the critical path belongs to the cell clkdlybuf4s50_1. The endpoint arrival time on the critical path is 6.96 ns. The type of element capturing the critical path is an output port. The worst endpoint required time is 10.48 ns. The worst stage delay on the critical path is 0.54 ns. The maximum fanout along the worst path is 34.

STA classifies the critical path startpoint as a primary input.

Placed design
The number of port buffers is 53. In the placement report, post-DP HPWL is listed as 8.055 mm. Once placement completed, the tool counted placed cells totaling 519. The routability congestion estimate is 0.9920.

In this run the cell area measured after placement is 3545 µm².

Min path
The number of cells traversed by the worst hold path is 5. The worst hold path terminates at ALUout[0]. The startpoint of the tightest hold check path is op[1]. The classification of the worst-slack hold path is primary input to output port.

Final timing
Per the final timing report, the hold violations number 0. The final timing summary puts the cycle share of the worst path at 0.7314. The minimum period implied by the final worst setup slack is 9.581 ns.

Final hold analysis gives a worst-case slack of 6.535 ns. The max-slew check reports its worst relative slack as 0.5185. Looking at the max-slew report, the worst-margin pin has a slew of 0.7207 ns. Per the final report, max-transition violations number 0. Setup repair after global routing left no endpoint under its margin. The highest achievable clock rate is 0.1044 GHz. Setup total negative slack on the finished layout was measured at 0 ns. The setup-violating endpoint count in the final report is 0.

Power
The flow reported a cell area power density of 35.70 nW/µm². The leakage power figure is 0.001310 µW. The power consumption is 126.5 µW.

In this run the VDD rail shows a maximum IR drop of 0.01766 mV.

Layout
The final non-filler cell area is 3545 µm². The area growth from synthesis to layout is 17.21%. For this run, the number of standard cells in the final layout without fillers is 519. The multi-input combinational cell area is 2831 µm². The flop count is 0. Of the cells placed in the final design, the portion with a size suffix greater than 1 is 0.1143. The most common cell after layout, fill and taps aside is clkdlybuf4s50_1. In the final layout, the fill cell count is 778. Leaving out fill and tap cells, the most frequent cells in the layout are 52 x clkdlybuf4s50_1, 49 x nor2_1, 32 x ha_1. The final-layout clock buffer total is 0. The register cell area after layout is 0 µm².

Global routing
The global routing report lists combined usage of all routing layers as 0.2798. Recorded from the global router log, the overflow total was 0. The number of antenna violations at the first check in global routing is 0. The first-pass GRT wire length is 16.46 mm. The number of global-route vias before repair came to 2965. The largest net degree at the start of global routing is 39.

Clocking
The number of instances resized during post-cts repair is 0. The number of setup buffers added after CTS is 0. For this design, the CTS-stage hold fixing added 0 buffers.

Die
After floorplanning, the core was sized to cover 7292 µm². The chip area is 7912 µm². In this run the count of I/O pins placed on the die edge is 71.

The height of the die is 88.95 µm. The number of cell rows is 31. The pre-placement core utilization is 0.4147. From left edge to right edge, the die measures 88.95 µm.

Flow run
The max-capacitance violation count is 0. The number of warnings in the stage logs is 51.
## how the worst max path moves through the flow
stage,from,to,cells past startpoint
4_1_cts,reg2data[1],ALUout[13],16
5_1_grt,reg2data[1],ALUout[11],16
6_report,reg2data[1],ALUout[13],16
## routing by layer
metal  vias up  wire length [µm]  GRT usage
li1       1581                 -          -
met1      1578              4866     0.4514
met2       151              4695     0.4350
met3         6               787    0.01966
met4         0                59    0.01732
met5         -                 0          0
## worst max-delay path: cells and delay by family
kind            cells  cell delay [ns]
buf+inv             4             1.61
simple gates        3             0.55
compound gates      6             1.37
xor+xnor            1             0.17
fa+ha+maj           2             0.64
## Yosys cell counts, types with 4 or more instances
| library cell | n | area, µm² |
|---|---|---|
| a211oi_1 | 8 | 60.06 |
| a21o_1 | 7 | 52.55 |
| a21oi_1 | 22 | 110.1 |
| a221oi_1 | 8 | 70.07 |
| clkbuf_1 | 13 | 48.80 |
| ha_1 | 32 | 400.4 |
| inv_1 | 7 | 26.28 |
| mux2_2 | 7 | 78.83 |
| mux2i_1 | 15 | 150.1 |
| mux4_2 | 20 | 450.4 |
| nand2_1 | 27 | 101.4 |
| nand3_1 | 13 | 65.06 |
| nand4_1 | 4 | 25.02 |
| nor2_1 | 49 | 183.9 |
| nor2b_1 | 6 | 37.54 |
| nor3_1 | 10 | 50.05 |
| o211ai_1 | 4 | 30.03 |
| o21a_1 | 5 | 37.54 |
| o21ai_0 | 24 | 120.1 |
| o221ai_1 | 6 | 52.55 |
| o22ai_1 | 5 | 31.28 |
| or2_2 | 4 | 25.02 |
| xnor2_1 | 12 | 105.1 |
| xor2_1 | 12 | 105.1 |
## layout make-up
class,count,area share
Multi-Input combinational cell,355,0.7988
Inverter,7,0.007413
Tap cell,99,0.03495
Timing Repair Buffer,58,0.1588
## cell families (layout without fill, tap and decap cells)
group,Yosys count,in the layout,share of synthesized area
muxes,43,43,0.2333
AOI/OAI and AO/OA,120,120,0.2780
xor gates and xnor gates,24,24,0.06951
buffers and inverters,33,65,0.06371
adders and majority gates,33,33,0.1390
and+or+nand+nor,135,135,0.2164
## metrics by stage
step	setup WS, ns	util
5_1_grt	3.247	0.4861
6_report	3.519	0.4861
3_3_place_gp	3.597	0.4861
2_1_floorplan	4.997	-
4_1_cts	3.574	0.4861
3_5_place_dp	3.586	0.4861
## where the power goes
part,total (µW),switching (µW),internal [µW]
clock,0,0,0
sequential,0,0,0
combinational,127,67.2,59.4
total,127,67.2,59.4
No activity file was given, so power comes from the tool's default toggle rates.
