==> config.mk <==
export PLATFORM = sky130hd
export DESIGN_NAME = StallUnit
export DESIGN_NICKNAME = StallUnit
export VERILOG_FILES = /design/flow/design.v
export SDC_FILE = /design/flow/constraint.sdc
export NUM_CORES = 4
export LEC_CHECK = 1
export CORE_UTILIZATION = 30
==> constraint.sdc <==
current_design StallUnit

set clk_period 1.1
set clk_io_pct 0.2

create_clock -name clk0 -period $clk_period [get_ports {clk}]

set non_clock_inputs [all_inputs -no_clocks]
set_input_delay [expr $clk_period * $clk_io_pct] -clock clk0 $non_clock_inputs
set_output_delay [expr $clk_period * $clk_io_pct] -clock clk0 [all_outputs]
==> design.v <==
module StallUnit(	input		clk,	 
					rst, 	 
			input[1:0]	opcode,	 
			input[2:0]	rs1,	 
					rs2,	 
					rd,	 
			input[63:0]	pc_old,	 
			output reg[63:0]	pc_new,	 
			output reg		stall_flg  
		);
	reg[2:0] rd_last;
	reg	 clear_stall;
	always @ (posedge clk or posedge rst)
	begin
		if(rst == 1)
		begin
			clear_stall = 0;
			rd_last = 3'b000;
		end
		else
		begin
			stall_flg = 0;
			pc_new = pc_old;
			if(clear_stall == 0)
			begin
				if(rd_last == rs1 || rd_last == rs2)
				begin
					stall_flg = 1;
					clear_stall = 1;
				end
			end
			else
			begin
				stall_flg = 0;
				clear_stall = 0;
			end
			rd_last = rd;
		end
	end
endmodule
==> run.sh <==
#!/bin/bash
# OpenROAD 26Q1-2900-gdf79404cd8, Yosys 0.63+post, stock flow scripts
make -C /OpenROAD-flow-scripts/flow DESIGN_CONFIG=/design/flow/config.mk WORK_HOME=/design/flow/orfs finish
==> run summary <==
Status - finished, violations left
Failing checks - negative setup slack
Yosys synthesis chip area - 2130 µm²
Endpoints failing hold - 0
Worst Skew - 1.13 ps
Crit start category - flop
Worst setup endpoint - stall_flg$_DFFE_PN_
CP endpoint kind - flop
Worst slew pin tran - 196 ps
Layout cells sized above 1 - 0.360
Die width - 86.3 µm
Post-synth regs - 69
Mapped Cells - 81
Initial core utilization - 0.312
DRT iter0 DRCs - 44
FF-to-FF setup slack - -5 ps
Clock Sinks - 69
Detailed Route WL - 4640 µm
PortBufs - 139
Total GRT Usage - 0.138
Register area share after synthesis - 0.963
DP HPWL - 3520 µm
Initial antenna violation count - 0
Area post-placement - 3690 µm²
Largest net degree at the start of global routing - 31
Synthesis warning total - 1
CTS tree - built
Mean post-synth cell area - 26.3 µm²
Vias in the first global route - 1,458
Final Wtd Congestion - 0.743
Crit path from - rd_last[0]$_DFF_PP0_
Tool Warnings - 29
Final hold slack - 316 ps
Setup Buffers After CTS - 0
IO Pins - 142
Max FO, Critical Path - 4
R2R Path End - stall_flg$_DFFE_PN_
Worst Reg2Reg Path Length in Cells - 3
First-pass GRT wire length - 7140 µm
# DRC - 0
# Cells Yosys - 81
Slew headroom - 0.869
RSZ-0062 raised after global routing - true
Peak supply drop - 0.790 mV
Via density - 3.95
Fillcell total - 598
DIE AREA - 7440 µm²
Chip height - 86.3 µm
Drt pass-1 iters - 4
CP required - 1190 ps
Critical path class - flop to flop
Clock transition at the registers of the reported paths - 70 ps
CTS Buf Count - 9
Site Rows - 30
Minimum clock period - 1100 ps
Detail Route Antenna Nets - 0
Max-Cap Viols - 0
# hold bufs at CTS - 0
Worst-skew pair later-pin latency - 330 ps
Clock root cell - clkbuf_8
Crit Reg-Reg Startpoint - rd_last[0]$_DFF_PP0_
Hold crit path type - input port to async pin
Core area - 6830 µm²
H-Tree Depth - 3
Longest Clk Path Bufs - 2
Area of the mapped netlist - 2130 µm²
Worst Path Arrival - 1190 ps
Leak pwr - 1.38 nW
Diode count - 0
GR Overflow Total - 0
Fin area - 3580 µm²
Distinct lib cells used - 8
# setup viols final - 1
Routed vias - 1,323
DR WL/cell - 13.8 µm
Period utilization - 1.00
Final worst setup slack - -4.95 ps
Layout area overhead - 68.2%
Pwr Density - 1630 nW/µm²
Slew Limit Fails - 0
Fmax achieved - 0.905 GHz
worst max-delay path: stages (launching register included):
cell	delay, ps
dfrtp_1	410
and2_1	150
o211ai_1	200
a21oi_2	90
cells in the final DEF (no fill, tap or decap):
master,n
bufinv_16,2
clkbuf_2,1
clkbuf_8,9
a21oi_2,1
edfxtp_1,65
buf_4,2
buf_6,1
o211ai_1,2
clkdlybuf4s50_1,74
clkinv_2,1
buf_2,64
buf_12,1
clkinvlp_4,3
dfrtp_1,4
xnor2_1,4
nor2_1,2
and2_1,2
clkinv_4,1
worst min-delay path by stage:
stage | from | to
final | rst | clear_stall$_DFF_PP0_
after global routing | rd[0] | rd_last[0]$_DFF_PP0_
after CTS | rst | clear_stall$_DFF_PP0_
per-layer routing:
metal  GRT usage  routed length, µm  share of wire  vias up
met5           0                  0              0        -
met2       0.175               1940           0.42       90
li1            -                  -              -      625
met1       0.210               1810           0.39      600
met3      0.0976                810           0.17        8
met4      0.0258                 74          0.016        0
report_power, final:
group	switching, mW	internal, mW
logic	0.130	0.373
clock network	0.931	1.26
registers	0.0496	3.10
cell usage after synthesis (all sizes together):
cell type  instances  area (µm²)
a21oi              1        5.00
nor2               2        7.51
xnor2              4        35.0
edfxtp            65        1950
and2               2        12.5
dfrtp              4         100
o211ai             2        15.0
inv                1        3.75
logic make-up (layout without fill, tap and decap cells):
kind of cell           after synthesis  in the layout  synth area share
XOR/XNOR                             4              4            0.0164
flip-flops                          69             69             0.963
AND-OR/OR-AND                        3              3           0.00939
AND/OR/NAND/NOR                      4              4           0.00940
buffers and inverters                1            159           0.00176
state kept, by name (all words and copies together), names as in the netlist:
register and cells:
stall_flg 1, clear_stall 1, rd_last 3, pc_new 64
per-stage QoR:
| step | power, mW | instances | setup WS (ps) | setup TNS, ps | utilization |
|---|---|---|---|---|---|
| after floorplan | 3.22 | 81 | -475 | -30910 | - |
| after global placement | 3.90 | 320 | -305 | -16870 | 0.540 |
| after detailed placement | 3.90 | 320 | -325 | -17860 | 0.540 |
| after CTS | 5.92 | 335 | 0.528 | 0 | 0.524 |
| after global routing | 6.12 | 335 | -68.5 | -257 | 0.525 |
| final | 5.84 | 335 | -4.95 | -4.95 | 0.525 |
cell type report:
class / count / area, µm² / share of cell area
sequential: 69 / 2050 / 0.573
clock buffer: 9 / 124 / 0.0346
inverter: 1 / 7.51 / 0.00209
timing repair buffer: 143 / 1110 / 0.310
clock inverter: 6 / 88.8 / 0.0248
multi-input combinational: 11 / 78.8 / 0.0220
tap: 96 / 120 / 0.0335
repair_timing:
item,CTS,global route
pin swaps,2,0
setup endpoints to repair,66,41
gates resized,202,3
Power is estimated from default activity; no workload was simulated.
